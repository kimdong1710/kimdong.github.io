===== ./design.v =====
module display(	
				count,		 
				clk,
				enable,		 
				hex0,			 
				hex1			 
		);
	input [4:0] count;
	input clk,enable;
	output [6:0] hex0, hex1;
	parameter		ZERO  =	7'b0000001; 
	parameter 		ONE 	= 	7'b1001111; 
	parameter 		TWO 	= 	7'b0010010; 
	parameter		THREE = 	7'b0000110; 
	parameter		FOUR 	= 	7'b1001100; 
	parameter 		FIVE 	= 	7'b0100100; 
	parameter		SIX	= 	7'b0100000; 
	parameter 		SEVEN =	7'b0001111; 
	parameter 		EIGHT	=	7'b0000000;	
	parameter		NINE	= 	7'b0000100; 
	parameter	BLANK = 	7'b1111111; 
	reg	[6:0] hex0,hex1;
	always@(clk, count, enable)
	begin	
	if (enable)
		if ((count < 3) && (clk))
			case(count)
				0: begin hex0 = ZERO;		hex1 = ZERO;  end
				1: begin hex0 = ONE;		hex1 = ZERO;  end
				default: begin hex0 = TWO;	hex1 = ZERO;  end
			endcase
		else if ((count < 3) && (!clk))
			begin
				hex0 = BLANK;
				hex1 = BLANK;
			end
		else
			case(count)
				3: begin hex0 = THREE; 		hex1 = ZERO;	end
				4: begin hex0 = FOUR; 		hex1 = ZERO;	end
				5: begin hex0 = FIVE; 		hex1 = ZERO;	end
				6: begin hex0 = SIX; 		hex1 = ZERO;	end
				7: begin hex0 = SEVEN; 		hex1 = ZERO;	end
				8: begin hex0 = EIGHT; 		hex1 = ZERO;	end
				9: begin hex0 = NINE; 		hex1 = ZERO;	end
				10: begin hex0 = ZERO; 		hex1 = ONE;		end
				11: begin hex0 = ONE; 		hex1 = ONE;		end
				12: begin hex0 = TWO; 		hex1 = ONE;		end
				13: begin hex0 = THREE; 	hex1 = ONE;		end
				14: begin hex0 = FOUR; 		hex1 = ONE;		end
				15: begin hex0 = FIVE; 		hex1 = ONE;		end
				16: begin hex0 = SIX; 		hex1 = ONE;		end
				17: begin hex0 = SEVEN; 	hex1 = ONE;		end
				18: begin hex0 = EIGHT; 	hex1 = ONE;		end
				19: begin hex0 = NINE; 		hex1 = ONE;		end
				20: begin hex0 = ZERO; 		hex1 = TWO;		end
				21: begin hex0 = ONE; 		hex1 = TWO;		end
				22: begin hex0 = TWO; 		hex1 = TWO;		end
				23: begin hex0 = THREE; 	hex1 = TWO;		end
				24: begin hex0 = FOUR; 		hex1 = TWO;		end
				25: begin hex0 = FIVE; 		hex1 = TWO;		end
				26: begin hex0 = SIX; 		hex1 = TWO;		end
				27: begin hex0 = SEVEN; 	hex1 = TWO;		end
				28: begin hex0 = EIGHT; 	hex1 = TWO;		end
				29: begin hex0 = NINE; 		hex1 = TWO;		end
				30: begin hex0 = ZERO; 		hex1 = THREE;	end
				31: begin hex0 = ONE; 		hex1 = THREE;	end					
				32: begin hex0 = TWO; 		hex1 = THREE;	end
				33: begin hex0 = THREE; 	hex1 = THREE;	end
				34: begin hex0 = FOUR; 		hex1 = THREE;	end
				35: begin hex0 = FIVE; 		hex1 = THREE;	end
				36: begin hex0 = SIX; 		hex1 = THREE;	end
				37: begin hex0 = SEVEN; 	hex1 = THREE;	end
				38: begin hex0 = EIGHT; 	hex1 = THREE;	end
				39: begin hex0 = NINE; 		hex1 = THREE;	end
				40: begin hex0 = ZERO; 		hex1 = FOUR;	end
				41: begin hex0 = ONE; 		hex1 = FOUR;	end
				42: begin hex0 = TWO; 		hex1 = FOUR;	end
				43: begin hex0 = THREE; 	hex1 = FOUR;	end
				default: begin hex0 = FOUR; 	hex1 = FOUR;	end
			endcase
	else 
		begin
			hex0 = BLANK; 
			hex1 = BLANK;
		end
	end
endmodule 
module led7seg(		hex0,hex1,		 
				hex2,hex3,		 
				count,		 
				LR1,			 
				eLED01,		 
				eLED23, 		 
				clk
		);
	input LR1,clk;
	input eLED01,eLED23;
	input [4:0] count;
	reg	[4:0] cnt1,cnt2;		 
	output [6:0] hex0,hex1,hex2,hex3;
	always@(LR1 or count)
	begin	
		if(LR1)
			begin	
				cnt1 <= count;
				cnt2 <= count - 5'd5;
			end
		else 	
			begin
				cnt1 <= count - 5'd5;
				cnt2 <= count;
			end
	end
	display led01(.count(cnt1),.clk(clk),.enable(eLED01),.hex0(hex0),.hex1(hex1));
	display led23(.count(cnt2),.clk(clk),.enable(eLED23),.hex0(hex2),.hex1(hex3));
endmodule 

===== ./run.sh =====
#!/bin/bash
# OpenROAD 26Q1-2900-gdf79404cd8, Yosys 0.63+post, stock flow scripts
make -C /OpenROAD-flow-scripts/flow DESIGN_CONFIG=/design/flow/config.mk WORK_HOME=/design/flow/orfs finish

===== ./config.mk =====
export PLATFORM = sky130hd
export DESIGN_NAME = led7seg
export DESIGN_NICKNAME = led7seg
export VERILOG_FILES = /design/flow/design.v
export SDC_FILE = /design/flow/constraint.sdc
export NUM_CORES = 4
export LEC_CHECK = 1
export CORE_AREA = 10 10 109 109
export DIE_AREA = 0 0 119 119

===== ./constraint.sdc =====
current_design led7seg

set clk_period 5.1
set clk_io_pct 0.2

create_clock -name clk0 -period $clk_period

set non_clock_inputs [all_inputs -no_clocks]
set_input_delay [expr $clk_period * $clk_io_pct] -clock clk0 $non_clock_inputs
set_output_delay [expr $clk_period * $clk_io_pct] -clock clk0 [all_outputs]

==> metrics.cfg <==
[run_status]
status=finished, final reports clean

[timing]
finalCritPeriodShare=0.9603
relSlewSlack=0.6406
setup_viol=0
hold_viol=0
drv_slew=0
final.setup.tns_ns=0
max_slew.worst_pin.slew_ns=0.5241
fmaxAchievable_ghz=0.2042
min_period_ns=4.898
rsz0062_at_grt=no

[cells_and_area]
regArea_um2=0
nFlopsAndLatches=0
fin_area_um2=2213
comb_area_um2=1478
most-common-layout-cells=clkdlybuf4s50_1, nand2_1, nor2_1, buf_4, o21ai_0
nClkBuffers=0
fillers=1062
layout_top_cell=clkdlybuf4s50_1
syn_to_final_growth_pct=35.04
layout-drive-gt1-share=0.1642

[global_route]
grt_max_degree=15
track_usage=0.06976
busiest_layer=met2
grt_pass1_wl_mm=8.700
met3_usage=0.008153
grt_pass1_vias=1734
grt_antenna_before_repair=0
overflow=0
met1_usage=0.09269
gr-usage-met2=0.1231

[critical_path]
cp_max_fo=5
cp-end-kind=primary output
arrival_ns=3.88
crit_type=in -> out
start_kind=input pin
cp.required_ns=4.08

[floorplanning]
die_y_um=119
io_pins=37
die_x_um=119
rows=36
chip_area_um2=14160
core_area_um2=9639
fp_util=0.1700

[worst_hold_path]
min_path_cells=3
min-delay-start=eLED01
min_to=hex1[0]
hold_path_class=in -> out

[place]
port_buffers=37
gp_congestion=0.9224
dpl.hpwl_mm=4.285
place_area_um2=2208

[job]
drv_cap=0
warnings=42

[routing]
drc_errors=0
first_iter_violations=123
finalWirelength_mm=5.135
avgRoutedWirePerCell_um=12.62
first_pass_iters=5
ant_nets=0
num_vias=1883
routed_via_density=4.627
antenna_cells=0

[yosys]
ys_cells=231
yosys-stat-area_um2=1639
synthTopCellsByArea=ha_1, nand2_1, o21ai_0
ys_warn_count=2
ys_types=64
yosys.area.top_type=ha_1
avgSynthCellArea_um2=7.096
syn_area_um2=1639
synth_seq_share=0
top_area_frac=0.09924
syn_inst=231

[clock_network]
cts_hold_buffers=0
cts.repair.resized=0
cts_setup_buffers=0

[power]
vdd_drop_max_mv=0.02270
p_per_area_nw_per_um2=127.6
p_leak_nw=0.8334

## layout make-up
cell class	instances	area share
multi-input combinational	204	0.6676
inverter	13	0.02205
tap	133	0.07518
timing repair buffer	57	0.2352
## stage by stage
step	std cells	setup WS, ns	power (W)	hold WS [ns]	utilization
final	407	0.2023	0.0002825	3.090	0.2296
after global routing	407	0.01087	0.0003131	3.135	0.2296
after CTS	407	0.1928	0.0002832	3.095	0.2291
after detailed placement	407	0.2010	0.0002826	3.088	0.2291
after global placement	407	0.2709	0.0002834	3.090	0.2291
after floorplan	231	1.164	0.0001747	2.055	-
## kinds of logic after synthesis
logic type | count (synthesis) | synth area share
and+or+nand+nor | 91 | 0.2908
AOI/OAI and AO/OA | 87 | 0.4023
buffers and inverters | 27 | 0.1015
adders and majority gates | 13 | 0.09924
xor gates and xnor gates | 10 | 0.08779
muxes | 3 | 0.01832
## power by group
part	leakage, nW	internal (W)	total [W]	switching, W
Clock	0	0	0	0
Sequential	0	0	0	0
Combinational	0.833	0.000139	0.000283	0.000144
Total	0.833	0.000139	0.000283	0.000144
## worst max path at each step
stage | from | to | cells past startpoint
after CTS | count[0] | hex0[1] | 10
after global routing | count[0] | hex0[4] | 10
final | count[0] | hex0[1] | 10
## Yosys cell counts (all sizes together) (3+ instances only)
library cell,n
and2,3
xor2,3
ha,13
nand2,29
mux2i,3
xnor2,7
and3,3
o21ai,21
nor2,22
a31oi,6
o31ai,6
nand3,5
a21oi,11
nor3,7
a311oi,4
inv,13
nand4,3
a211oi,4
o221ai,3
o211ai,4
buf,14
nand2b,8
or3,3
o21a,5
a22oi,3
## worst max-delay path: stages
cell	delay [ns]
clkdlybuf4s50_1	0.47
inv_1	0.06
ha_1	0.33
mux2i_1	0.43
inv_1	0.19
ha_1	0.26
a211o_1	0.25
a31oi_1	0.17
a2bb2oi_1	0.20
clkdlybuf4s50_1	0.49
## metal layers
metal | routed length [um] | share of wire
met2 | 2506 | 0.49
met3 | 288 | 0.056
met5 | 0 | 0
met4 | 11 | 0.0021
met1 | 2328 | 0.45
Power is estimated from default activity; no workload was simulated.
