==> flow/design.v <==
module divide_clk( clk_20M, reset, clk, rst);
input clk_20M;
input reset;
output rst;
output reg clk;
reg [0:26] count;
assign rst = reset;
always @ ( posedge clk_20M or posedge reset ) begin
		if( reset ) begin
			count <= 0;
			clk <= 0;
		end
		else if( count == 19999999 ) begin
			clk <= ~clk;
			count <= 0;
		end
		else 
			count <= count + 1;
end
endmodule 
==> flow/run.sh <==
#!/bin/bash
# OpenROAD 26Q1-2900-gdf79404cd8, Yosys 0.63+post, stock flow scripts
make -C /OpenROAD-flow-scripts/flow DESIGN_CONFIG=/design/flow/config.mk WORK_HOME=/design/flow/orfs finish
==> flow/config.mk <==
export PLATFORM = sky130hd
export DESIGN_NAME = divide_clk
export DESIGN_NICKNAME = divide_clk
export VERILOG_FILES = /design/flow/design.v
export SDC_FILE = /design/flow/constraint.sdc
export NUM_CORES = 4
export LEC_CHECK = 1
export CORE_AREA = 10 10 97 97
export DIE_AREA = 0 0 107 107
==> flow/constraint.sdc <==
current_design divide_clk

set clk_period 4.3
set clk_io_pct 0.2

create_clock -name clk0 -period $clk_period [get_ports {clk_20M}]

set non_clock_inputs [all_inputs -no_clocks]
set_input_delay [expr $clk_period * $clk_io_pct] -clock clk0 $non_clock_inputs
set_output_delay [expr $clk_period * $clk_io_pct] -clock clk0 [all_outputs]
==> run notes <==
impl run done, here's what came out: post-synthesis chip area from yosys=around 0.0014 mm², Max-area cell share=0.509, Cells after Synth=between 100 and 150, Critical path buffers and inverters=2, Yosys warnings=1, Pwr Density=just under 300 mW/mm², OpenROAD warning count=25, H-tree depth=1, xor+xnor area frac=0.127, antenna cells=0, drt wl/cell=10.1 µm, I/O Buffers=3, First-pass DRT Iterations=4, VDD IR-drop max=between 0.0001 and 0.00015 V, CTS sink count=28, Worst slew margin=0.380, ys flops=28, Top non-seq family=simple AND/OR/NAND/NOR gates, Final period util=0.618, Leak=roughly 0.64 nW, vias in the first global route=just over 900, clk_skew=around 0.0044 ns, ANT nets after route=0, final instance area=0.00159 mm², grt met3 use=0.00364, post-CTS sizing=0, met2 Usage GRT=0.0672, final setup fails=0, slowest CP cell=clkdlybuf4s50_1, vias per cell=between 4 and 5, crit path DAT=roughly 1.8 ns, largest buffer count on any clock path=2, most frequent cells in the layout=dfrtp_1 (28), xnor2_1 (14), nand2_1 (10), nand3_1 (10), nand4_1 (10), Post-DP HPWL=about 1.6 mm, simple share=0.286, Iteration-0 DRC Markers=about 64, Max Cap Viol=0, clk latency late pin=between 0.2 and 0.3 ns, met1 Usage GRT=0.0653, Post-CTS Setup Bufs=0, Clock Tree Root=clkbuf_8, die extent in y=approximately 110 µm, total global routing overflow=0, top cells by area=dfrtp_1 (51%), xnor2_1 (8.9%), nand4_1 (4.5%), Final Hold Violation Tally=0, cells in synth_stat.txt=132, cell taking the most area after synthesis=dfrtp_1, outcome=complete, no violations, setup TNS=0 ns, adder share=0.00909, post-synthesis cell area=0.00138 mm², post-synthesis mux area share=0, Die ar.=0.0114 mm², Slew Limit Fails=0, most numerous logic cell after layout=dfrtp_1, crit path DRT=3.44 ns, worst hold path type=reg2reg, CP delay by family, top=buffers and inverters, critical path class=in2out, FILL cells=slightly above 800, I/O Pins=4, f_max=between 0.3 and 0.4 GHz, Crit path top cell by count=clkdlybuf4s50_1, Routed WL=about 2.4 mm, critical path startpoint category=input pin, TritonCTS Buffers=3, layout cells sized above 1=0.117, Post-CTS Hold Buffers=0, first-pass GRT wire length=around 4.3 mm, r2r setup slk=between 2 and 2.5 ns, placed cell areas=about 0.0015 mm², initial antenna violation count=0, Worst-Margin Slew=~0.92 ns, Synth Seq Share=0.509, Worst setup EP type=output port, GRT Resource Usage Total=0.0437, ao+oa area frac=0.0436, Core Util at FP=0.189, slowest stage delay, CP=around 0.47 ns, unrepaired setup endpoints after global routing=no, total power=~0.47 mW, DRC viols=0, Die Span X=between 100 and 150 µm, FP Rows=31, vias after detailed routing=945, CP Max Fanout=2, CTS tree=yes, RePlAce Congestion=0.754, CP cell instances=clkdlybuf4s50_1 > clkdlybuf4s50_1, Synth cell types=31, Synth-to-Final Area Change=15.8%, Final min period=around 2.7 ns, CTS clk-pin slew, worst paths=roughly 0.09 ns, largest net degree at the start of global routing=29, core area=between 0.007 and 0.008 mm², Syn Area/Cell=roughly 10 µm², GR peak layer=met2
Yosys cell counts:
cell,count
or3_1,3
nor4_1,5
nor4_2,1
nand2_1,10
nor2_1,9
xor2_1,6
nand4_4,1
or3b_2,1
ha_1,1
and3_2,1
nor3_1,2
or2_2,2
a31o_2,1
nand4_1,10
xnor2_1,14
nand3_1,10
dfrtp_1,28
nor2b_1,1
inv_1,3
o21ai_0,4
a21oi_2,1
and3_1,2
clkbuf_1,2
buf_4,2
and2_1,1
or4_4,1
o211ai_1,1
and4_1,3
nor4b_1,2
or3_2,1
a21oi_1,3
per-stage QoR:
step | utilization | setup slack (ns) | cells | hold WS (ns)
2_1_floorplan | - | 2.48 | 132 | 0.420
3_3_place_gp | 0.209 | 1.64 | 232 | 0.456
3_5_place_dp | 0.209 | 1.64 | 232 | 0.460
4_1_cts | 0.219 | 1.63 | 236 | 0.477
5_1_grt | 0.219 | 1.61 | 236 | 0.497
6_report | 0.219 | 1.64 | 236 | 0.477
state kept, by name (all words and copies together) (netlist names):
register,cells
count,27
clk,1
layout make-up:
class,instances,area (µm²),area share
sequential,28,701,0.440
multi-input combinational,97,642,0.403
tap,99,124,0.0777
timing repair buffer,5,45.0,0.0283
clock buffer,3,41.3,0.0259
clock inverter,1,30.0,0.0188
inverter,3,11.3,0.00706
report_power, final:
group	internal (mW)	switching, mW	leakage (nW)
sequential	0.263	0	0.382
combinational	0.00222	0.00521	0.222
clock	0.125	0.0797	0.0357
total	0.390	0.0849	0.639
routing by layer:
| metal | vias up | share of wire |
|---|---|---|
| met5 | - | 0 |
| li1 | 479 | - |
| met3 | 4 | 0.013 |
| met2 | 10 | 0.45 |
| met4 | 0 | 0.019 |
| met1 | 452 | 0.52 |
cells by family (layout without fill, tap and decap cells):
family | count (synthesis) | in the layout
xor+xnor | 20 | 20
compound gates | 10 | 10
buf+inv | 7 | 12
simple gates | 66 | 66
flops | 28 | 28
fa+ha+maj | 1 | 1
final timing paths:
check / startpoint / to / depth (start not counted)
max: reset / rst / 2
min reg2reg: count[0] / count[0] / 1
min: count[0] / count[0] / 1
max in group asynchronous: reset / count[1] / 3
min in group asynchronous: reset / count[22] / 3
max reg2reg: count[26] / count[0] / 5
No activity file was given, so power comes from the tool's default toggle rates.
