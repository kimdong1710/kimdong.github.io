**/design/flow/design.v**
```verilog
module state(	clk,
				rst,
				timeout45,timeout30,		 
				LR1,LR2,LG1,LG2,LY1,LY2,	 
				eLED01, eLED23			 
				);
	input clk,rst,timeout45,timeout30;
	output LR1,LR2,LG1,LG2,LY1,LY2,eLED01,eLED23;
	parameter	S0 = 3'b000;
	parameter	S1 = 3'b001;
	parameter	S2 = 3'b010;
	parameter	S3 = 3'b011;
	reg	[2:0] current_state;
	reg	[2:0] next_state;
	wire s_s0,s_s1,s_s2,s_s3;
	always@(posedge clk or posedge rst)
		begin		
			if (rst)
				current_state <= S0;
			else
				current_state <= next_state;
		end
	assign LR1 = s_s0|s_s1;
	assign LR2 = s_s2|s_s3;
	assign LG1 = s_s2;
	assign LG2 = s_s0;
	assign LY1 = s_s3;
	assign LY2 = s_s1;
	assign eLED01 = s_s0|s_s1|s_s2;
	assign eLED23 = s_s0|s_s2|s_s3;
	always@(current_state or timeout45 or timeout30 or s_s0 or s_s1 or s_s2 or s_s3)
		begin	
			case (current_state)
				S0:	if (s_s0 & timeout30)
						next_state <= S1;
					else 
						next_state <= S0;
				S1:	if (s_s1 & timeout45)
						next_state <= S2;
					else 
						next_state <= S1;
				S2:	if (s_s2 & timeout30)
						next_state <= S3;
					else 
						next_state <= S2;
				S3:	if (s_s3 & timeout45)
						next_state <= S0;
					else 
						next_state <= S3;
				default: next_state <= S0;
			endcase
		end
	assign s_s0 = ~current_state[2]&~current_state[1]&~current_state[0];
	assign s_s1 = ~current_state[2]&~current_state[1]& current_state[0];
	assign s_s2 = ~current_state[2]& current_state[1]&~current_state[0];
	assign s_s3 = ~current_state[2]& current_state[1]& current_state[0];
endmodule
```
**/design/flow/run.sh**
```bash
#!/bin/bash
# OpenROAD 26Q1-2900-gdf79404cd8, Yosys 0.63+post, stock flow scripts
make -C /OpenROAD-flow-scripts/flow DESIGN_CONFIG=/design/flow/config.mk WORK_HOME=/design/flow/orfs finish
```
**/design/flow/constraint.sdc**
```tcl
current_design state

set clk_period 1.2
set clk_io_pct 0.2

create_clock -name clk0 -period $clk_period [get_ports {clk}]

set non_clock_inputs [all_inputs -no_clocks]
set_input_delay [expr $clk_period * $clk_io_pct] -clock clk0 $non_clock_inputs
set_output_delay [expr $clk_period * $clk_io_pct] -clock clk0 [all_outputs]
```
**/design/flow/config.mk**
```make
export PLATFORM = sky130hd
export DESIGN_NAME = state
export DESIGN_NICKNAME = state
export VERILOG_FILES = /design/flow/design.v
export SDC_FILE = /design/flow/constraint.sdc
export NUM_CORES = 4
export LEC_CHECK = 1
export CORE_AREA = 10 10 70 70
export DIE_AREA = 0 0 80 80
```
==> impl_summary.log <==
[flow] collecting metrics
INFO  metric yosys-top-cells-area = dfrtp_1 (43%), inv_2 (9.8%), mux2i_1 (8.7%)
INFO  metric netlist-cell-type-count = 9
INFO  metric track_usage = 1.74%
INFO  metric vdd.ir_drop.worst = ~0.21 mV
INFO  metric post_synth_instance_area = ~120 um^2
INFO  metric vias = 166
INFO  metric p_per_area = between 1500 and 2000 nW/um^2
INFO  metric clock_tree.root_cell = clkbuf_4
INFO  metric cts_inserted_buffers = 3
INFO  metric overflow = 0
INFO  metric floorplanUtilization = 3.37%
INFO  metric clkTransAtPathRegs = approximately 30 ps
INFO  metric groute.layer.met3.usage = 0.909%
INFO  metric layout_setup_ws = -58.8 ps
INFO  metric yosys_cells = 15
INFO  metric startpoint_of_the_most_critical_setup_path = current_state[1]$_DFF_PP0_
INFO  metric final.min_clock_period = between 1000 and 1500 ps
INFO  metric reg2regPathDepth = 4
INFO  metric core = roughly 3400 um^2
INFO  metric number_of_antenna_violations_at_the_first_check_in_global_routing = 0
INFO  metric grt_util_met2 = 2.89%
INFO  metric cts_num_sinks = 2
INFO  metric number_of_warnings_the_tools_reported = 27
INFO  metric drv_slew = 0
INFO  metric top_regs = current_state: 2 flops
INFO  metric total_of_buffers_placed_on_input_and_output_ports = 11
INFO  metric fin_worst_skew = 4.73 ps
INFO  metric ff2ff_setup_slack = 310 ps
INFO  metric avgRoutedWirePerCell = roughly 6.6 um
INFO  metric gp_congestion = 0.651
INFO  metric detail_route.vias_per_cell = approximately 2.0
INFO  metric hold_ws = 171 ps
INFO  metric design.die.area = 6400 um^2
INFO  metric final.period_utilization = 105%
INFO  metric route.antenna.diode_count = 0
INFO  metric worstPathMaxFanout = 3
INFO  metric fp.dieH = 80 um
INFO  metric antenna_violating_nets_post_route = 0
INFO  metric critical_path_arrival = 1020 ps
INFO  metric drt_first_pass_iters = 2
INFO  metric crit_required = 960 ps
INFO  metric drc_errors = 0
INFO  metric maxClockFrequency = 794 MHz
INFO  metric final.fill_count = about 400
INFO  metric slew_headroom = 92.9%
INFO  metric rr_endpoint = current_state[1]$_DFF_PP0_
INFO  metric placed_cells_incl_taps = 72
INFO  metric gr-max-usage-layer = met2
INFO  metric synth_sequential_area_ratio = a little over two fifths
INFO  metric violations = negative setup slack
INFO  metric yosys.area.top_type_share = 43.5%
INFO  metric syn_inst = 15
INFO  metric startpoint_type = flip-flop
INFO  metric detail_route.iter0.violations = 1
INFO  metric post_layout_nonfiller_instances = 81
INFO  metric synthToLayoutAreaGrowth = 205%
INFO  metric reg2reg_from = current_state[0]$_DFF_PP0_
INFO  metric lay_top_count = buf_2
INFO  metric yosys_area = 115 um^2
INFO  metric clk_latency = 230 ps
INFO  metric ys_ff = 2
INFO  metric setup.worst_path.end_class = output port
INFO  metric lay_top_cells = buf_2 (6), buf_6 (4), buf_4 (4)
INFO  metric yosysTopAreaCell = dfrtp_1
INFO  metric std_cell_rows = 21
INFO  metric fp.dieW = 80 um
INFO  metric yosysWarningCount = 1
INFO  metric holdBufCountCts = 0
INFO  metric grt_pass1_wl = 897 um
INFO  metric number_of_flip_flops_under_the_largest_register_name = 2
INFO  metric power.leakage = around 0.17 nW
INFO  metric setup_viol = 3
INFO  metric drive_gt1_share = 65.7%
INFO  metric pin_count_of_the_biggest_net_entering_global_routing = 4
INFO  metric tritoncts = yes
INFO  metric maxCapViolCount = 0
INFO  metric syn_area_per_cell = about 7.7 um^2
INFO  metric worst-setup-path-type = reg2out
INFO  metric worstMarginPinSlew = 104 ps
INFO  metric grt_use_met1 = 1.46%
INFO  metric hold_viol_final = 0
INFO  metric max-clock-path-buffers = 2
INFO  metric drt_wl_total = 536 um
INFO  metric h-tree-depth = 1
INFO  metric largest_register = current_state
INFO  metric hp-class = in2async
INFO  metric grt_pass1_vias = 192
INFO  metric outcome = finished with violations
INFO  metric rsz0062_at_grt = true
INFO  metric ioPinCount = 12
[synth_stat cells (all sizes together)]
cell type  number
inv             5
dfrtp           2
nand2           2
nor2            2
clkbuf          1
mux2i           1
nor2b           1
xnor2           1
[repair_timing]
item	4_1_cts	5_1_grt
resized	29	3
setup endpoints to repair	8	6
setup buffers	7	0
pin swaps	3	1
[worst max-delay path, cell delays in order (launching register included)]
cell,delay (ps)
dfrtp_2,410
buf_6,130
nor2b_4,120
inv_2,30
buf_2,100
[final cells by class]
type                            count  area (um^2)  share of cell area [%]
Timing Repair Buffer               18          144                    40.9
Tap cell                           46         57.6                    16.4
Multi-Input combinational cell      7         55.1                    15.7
Sequential cell                     2         51.3                    14.6
Clock buffer                        3         22.5                    6.41
Inverter                            5         21.3                    6.05
[power by group]
group          internal (mW)  total (mW)  switching, mW
Combinational          0.238       0.360          0.123
Clock                  0.111       0.153         0.0425
Sequential            0.0925       0.115         0.0227
Total                  0.441       0.629          0.188
[logic make-up (layout without fill, tap and decap cells)]
kind of cell | count (synthesis) | count (layout) | share of synthesized area, %
and+or+nand+nor | 5 | 5 | 20.7
xor gates and xnor gates | 1 | 1 | 7.61
muxes | 1 | 1 | 8.70
DFF | 2 | 2 | 43.5
buffers and inverters | 6 | 26 | 19.6
[through the flow]
| step | area, um^2 | worst slack [ps] | power (mW) | util (%) | TNS [ps] |
|---|---|---|---|---|---|
| floorplan | 115 | 366 | 0.180 | - | 0 |
| finish | 352 | -58.8 | 0.629 | 10.3 | -103 |
| global placement | 287 | -175 | 0.393 | 8.39 | -789 |
| global route | 352 | -116 | 0.696 | 10.3 | -361 |
| detailed placement | 287 | -183 | 0.395 | 8.39 | -805 |
| CTS | 349 | -85.7 | 0.648 | 10.2 | -243 |
[layer usage]
metal	vias to the layer above	wire, um
met5	-	0
met4	0	50
met3	4	87
met2	11	246
met1	71	152
li1	80	-
[worst max path at each step]
stage                     to  slack (ps)  depth (start not counted)
final                 eLED23         -60                          4
after global routing  eLED23        -120                          4
after CTS             eLED23         -90                          4
Power is estimated from default activity; no workload was simulated.
